==> /design/flow/design.v <==
`timescale 1ns / 1ps
module adder257 (
    input logic clk,
    output logic ready,
    input logic [63:0] i_A[4],
    input logic [63:0] i_B[4],
    input logic i_A_upper,       
    input logic i_B_upper,       
    input logic i_dv,
    output logic [63:0] o_C[4],
    output logic [1:0] o_C_carry,
    output logic o_dv
    );
    logic carry;
    logic [1:0] iter = '0;
    logic [63:0] C[4] = '{'0, '0, '0, '0};
    always_ff @(posedge clk) begin
        if (i_dv) begin
            iter <= 1;
            C[1] <= '0;
            C[2] <= '0;
            C[3] <= '0;
        end else if (iter != '0) begin
            iter <= iter + 1;
        end
        {carry, C[iter]} <= i_A[iter] + i_B[iter] + {64'b0, carry & (iter[0] | iter[1])};
        if (iter == 2'b11) begin
            o_dv <= 1'b1;
        end else begin
            o_dv <= 1'b0;
        end
    end
    always_comb begin
        o_C_carry = i_A_upper + i_B_upper + carry;
    end
    assign o_C = C;
    assign ready = (iter == 2'b00);
endmodule;
==> /design/flow/run.sh <==
#!/bin/bash
# OpenROAD 26Q1-2900-gdf79404cd8, Yosys 0.63+post, stock flow scripts
make -C /OpenROAD-flow-scripts/flow DESIGN_CONFIG=/design/flow/config.mk WORK_HOME=/design/flow/orfs finish
==> /design/flow/config.mk <==
export PLATFORM = sky130hd
export DESIGN_NAME = adder257
export DESIGN_NICKNAME = adder257
export VERILOG_FILES = /design/flow/design.v
export SDC_FILE = /design/flow/constraint.sdc
export NUM_CORES = 4
export LEC_CHECK = 1
export CORE_AREA = 10 10 377 377
export DIE_AREA = 0 0 387 387
export SYNTH_HDL_FRONTEND = slang
==> /design/flow/constraint.sdc <==
current_design adder257

set clk_period 28.0
set clk_io_pct 0.2

create_clock -name clk0 -period $clk_period [get_ports {clk}]

set non_clock_inputs [all_inputs -no_clocks]
set_input_delay [expr $clk_period * $clk_io_pct] -clock clk0 $non_clock_inputs
set_output_delay [expr $clk_period * $clk_io_pct] -clock clk0 [all_outputs]
==> flow_summary.ini <==
; generated from flow reports
[floorplan]
floorplan.io_pins = 776
fp-row-count = 134
die_w_um = 387
core_area_sq_um = 134000
die_area_sq_um = 150000
floorplan.die.height_um = 387
initial_utilization_pct = 12.6

[yosys]
yosys-mux-area-fraction_pct = 18.9
ys_seq_elements = 260
synthesis.instances = 1345
synth_top_cell_by_area = edfxtp_1
yosysSeqAreaShare_pct = 46.0
yosys.cell_types.count = 82
asyncSetResetFlopFracSynth_pct = 0
synthSimpleGateAreaFrac_pct = 13.4
ys_warn_count = 0
compound_area_share_pct = 11.0
synth-edff-count = 256
ys_area_sq_um = 16900
synth_xor_xnor_area_share_pct = 2.84
area_contributors_post_synth = edfxtp_1, mux4_2, and2_1, ha_1, a21oi_1
synth-main-ff-cell = edfxtp_1
synth_largest_type_area_fraction_pct = 45.5
synth-cells-yosys = 1345
netlist_logic_family_top = multiplexers
synthesis.area_sq_um = 16900
synth_adder_area_share_pct = 5.32
synth_area_per_cell_sq_um = 12.6

[sta]
hold_violations = 0
worst_slew_pin_slew_ps = 1010
hold_ws_ps = 715
slew_violations = 0
min_period_over_period_pct = 45.3
setup_repair_after_global_routing_missed_its_margin = no
final.setup.tns_ps = 0
fin_worst_skew_ps = 24.9
layout_min_cycle_time_ps = 12690
max_slew_margin_pct = 32.6
final_setup_viols = 0
fmaxAchievable_mhz = 78.8

[routing]
dr_wl_met2_mm = 43.7
drt-wirelength-per-cell_um = 23.6
dr_total_vias = 14588
detailedRoute.firstIterationViolations = 792
totalWireLength_mm = 92.0
route.top_layer_used = met5
firstDrtPassIters = 6
wl_met1_mm = 37.3
vias_per_cell = 3.75
detail_route_antenna_nets = 0
drc_viols = 0
route.met3.wl_mm = 8.15

[placement]
place.detailed.hpwl_mm = 79.2
port-buffer-count = 775
globalplace.congestion = 0.942
dp.cells = 3836
detailed_place.area_sq_um = 26800

[clock_network]
htree_levels = 1
clock_buffer_count_from_cts = 28
clock_pin_slew_worst_setup_and_hold_paths_ps = 60
number_of_buffers_on_the_longest_clock_path = 3
post_cts_buffers = 0
clkLatencyLatePin_ps = 580
cts_num_sinks = 260
clock_tree.root_cell = clkbuf_16
cts_hold_repair.buffers = 0
cts_tree = built
postCtsResizedCells = 0

[finish]
regArea_sq_um = 7770
nFillCells = 14322
area_growth_pct = 63.9
area_of_the_multi_input_gates_sq_um = 8710
fin_cells = 3892
cell_area_after_layout_sq_um = 27700
layout-drive-gt1-share_pct = 11.4

[critical_path]
cp.arrival_ps = 7090
required_ps = 22400
worst_setup_path_start_kind = primary input
crit_path_max_fanout = 1
crit_type = in2out
critical_path.endpoint_type = output port

[flow_run]
maxCapViolCount = 0
stage_log_warnings = 28

[global_route]
grt.overflow.total = 0
grt_antenna_before_repair = 6
grt_pass1_vias = 15366
grt_pass1_wl_mm = 125
track_usage_pct = 12.1
maximum_number_of_pins_on_one_net_before_global_route_repair = 51

[run_status]
run_status = completed

[power]
ir_drop_v = 0.0000655
total_leakage_power_uw = 0.00971
power-per-cell-area_nw_per_um2 = 149
design_power_total_uw = 4120

[hold_path]
min_path_type = reg2reg
metrics by stage:
stage	utilization (%)	setup slack, ps
2_1_floorplan	-	16310
3_3_place_gp	20.0	15270
3_5_place_dp	20.0	15300
4_1_cts	20.7	15290
5_1_grt	20.7	15270
6_report	20.7	15310
critical path, stage by stage:
cell	delay, ps
clkdlybuf4s50_1	440
fa_1	570
clkdlybuf4s50_1	480
report_power, final:
group	switching, uW	internal [uW]	leakage, uW
logic	1760	1160	0.00660
clock network	162	208	0.000444
registers	62.4	772	0.00267
cell families (layout without fill, tap and decap cells):
family / count (synthesis) / in the layout
muxes: 158 / 158
DFF: 260 / 260
AOI/OAI and AO/OA: 263 / 263
and+or+nand+nor: 429 / 429
other: 0 / 6
adders and majority gates: 70 / 70
xor gates and xnor gates: 54 / 54
buffers and inverters: 111 / 884
synth_stat cells, types with 12 or more instances:
library cell and count:
buf_2 14, mux2i_1 29, nor3_1 23, nand2_1 103, o21ai_0 19, nor2_1 66
a21o_1 44, o21bai_1 16, a21oi_1 85, buf_1 13, clkbuf_1 52, mux4_2 128
xor2_1 24, nor4_1 12, inv_1 30, nand4_1 23, nand2b_1 21, and2_1 142
ha_1 67, edfxtp_1 256, xnor2_1 29, nand3_1 15
metal layers:
metal	global-route usage [%]	vias to the layer above
met3	4.40	102
li1	-	6728
met2	19.8	633
met1	15.2	7121
met5	0	-
met4	2.93	4
flip-flops by register name (all words and copies together), names as in the netlist:
signal and count:
o_C 256, iter 2, carry 1, o_dv 1
path summary, 6_finish.rpt:
check	from	to	slack [ps]	cells past startpoint
worst min-delay path	iter[1]	iter[1]	710	2
worst min register to register	iter[1]	iter[1]	710	2
worst max register to register	iter[0]	o_C[48]	21620	13
worst max-delay path	i_A_upper	o_C_carry[0]	15310	3
area by class of cell:
type                    count  share of cell area, %
multi-input cells         974                   31.4
repair buffers            804                   28.8
flip-flops and latches    260                   28.1
well taps                1768                   7.99
clock buffers              32                   2.66
clock inverters            18                  0.574
inverters                  30                  0.407
diodes                      6                 0.0542
cell usage in the layout (no fill, tap or decap), drive strengths merged, types with 9 or more instances in the layout:
| cell type | n |
|---|---|
| clkdlybuf4s50 | 775 |
| edfxtp | 256 |
| and2 | 142 |
| mux4 | 128 |
| nand2 | 104 |
| a21oi | 91 |
| ha | 67 |
| nor2 | 66 |
| a21o | 44 |
| inv | 32 |
| clkbuf | 32 |
| o21ai | 31 |
| xnor2 | 29 |
| mux2i | 29 |
| buf | 29 |
| xor2 | 25 |
| nand4 | 24 |
| nor3 | 24 |
| nand2b | 22 |
| o21bai | 17 |
| nand3 | 15 |
| clkinv | 14 |
| nor4 | 13 |
| o21a | 11 |
| a31oi | 9 |
| a211oi | 9 |
Power figures rest on the tool's default switching activity, not on a simulated workload.
