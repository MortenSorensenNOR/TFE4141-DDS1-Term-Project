<file path="flow/design.v">
`timescale 1ns / 1ps
typedef enum logic [3:0] {
    MONPRO_IDLE,
    MONPRO_COMPUTE_B_N,
    MONPRO_CASE1,
    MONPRO_CASE2,
    MONPRO_CASE3,
    MONPRO_CASE4,
    MONPRO_LAST_SUB,
    MONPRO_DONE
} monpro_state_t;
module monpro #(
    parameter unsigned DATAWIDTH = 64
    ) (
    input logic clk,
    input logic rstn,
    input logic start,
    output logic ready,
    output logic o_valid,
    input logic unsigned [DATAWIDTH-1:0] i_A,
    input logic unsigned [DATAWIDTH-1:0] i_B,
    input logic unsigned [DATAWIDTH-1:0] i_N,
    output logic unsigned [DATAWIDTH-1:0] o_U
    );
    logic unsigned [$clog2(DATAWIDTH):0] i_cnt;
    logic unsigned [DATAWIDTH-1:0] r_A;
    logic unsigned [DATAWIDTH-1:0] r_B;
    logic unsigned [DATAWIDTH-1:0] r_N;
    logic unsigned [DATAWIDTH:0] U_reg;
    logic unsigned [DATAWIDTH:0] B_N_sum_reg;
    logic w_A_i;
    logic w_B_0;
    logic w_U_0;
    logic w_A_and_B;
    logic w_is_odd;
    logic w_A_i_next;
    logic w_B_0_next;
    logic w_U_0_next;
    logic w_A_and_B_next;
    logic w_is_odd_next;
    logic unsigned [DATAWIDTH:0] adder_input_1;
    logic unsigned [DATAWIDTH:0] adder_input_2;
    logic unsigned [DATAWIDTH:0] adder_result;
    logic unsigned [DATAWIDTH:0] adder_bypass_result;
    logic unsigned [DATAWIDTH:0] monpro_comb_result;
    logic alu_sub_mode = 0;
    logic adder_input_mux_select_1 = 0;
    logic [1:0] adder_input_mux_select_2 = 2'b00;
    logic adder_bypass_mux_select = 0;
    logic adder_result_shift_bypass = 0;
    always_comb begin
        if (adder_input_mux_select_1) begin
            adder_input_1 = {1'b0, r_B};
        end else begin
            adder_input_1 = U_reg;
        end
        case (adder_input_mux_select_2)
            2'b00: begin
                adder_input_2 = {1'b0, r_B};
            end
            2'b01: begin
                adder_input_2 = {1'b0, r_N};
            end
            2'b10: begin
                adder_input_2 = B_N_sum_reg;
            end
            default: begin
                adder_input_2 = {1'b0, r_B};
            end
        endcase
        if (alu_sub_mode) begin
            adder_result = adder_input_1 - adder_input_2;
        end else begin
            adder_result = adder_input_1 + adder_input_2;
        end
        if (adder_bypass_mux_select) begin
            adder_bypass_result = U_reg;
        end else begin
            adder_bypass_result = adder_result;
        end
        if (adder_result_shift_bypass) begin
            monpro_comb_result = adder_bypass_result;
        end else begin
            monpro_comb_result = adder_bypass_result >> 1;
        end
    end
    monpro_state_t current_state = MONPRO_IDLE, next_state = MONPRO_IDLE;
    always_ff @(posedge clk) begin
        if (~rstn) begin
            current_state <= MONPRO_IDLE;
        end else begin
            current_state <= next_state;
        end
    end
    always_comb begin
        next_state = current_state;
        ready = 0;
        w_A_i = r_A[0];
        w_B_0 = r_B[0];
        w_U_0 = U_reg[0];
        w_A_and_B = w_A_i & w_B_0;
        w_is_odd = w_U_0 ^ (w_A_and_B);
        w_A_i_next = r_A[1];
        w_B_0_next = r_B[0];
        w_U_0_next = monpro_comb_result[0];
        w_A_and_B_next = w_A_i_next & w_B_0_next;
        w_is_odd_next = w_U_0_next ^ (w_A_and_B_next);
        case (current_state)
            MONPRO_IDLE: begin
                if (start) begin
                    next_state = MONPRO_COMPUTE_B_N;
                end else begin
                    ready = 1;
                end
            end
            MONPRO_COMPUTE_B_N: begin
                if (w_A_i & w_is_odd) begin
                    next_state = MONPRO_CASE1;
                end else if (w_A_i & ~w_is_odd) begin
                    next_state = MONPRO_CASE2;
                end else if (~w_A_i & w_is_odd) begin
                    next_state = MONPRO_CASE3;
                end else begin
                    next_state = MONPRO_CASE4;
                end
            end
            MONPRO_CASE1, MONPRO_CASE2, MONPRO_CASE3, MONPRO_CASE4: begin
                if (i_cnt == DATAWIDTH - 1) begin
                    if (monpro_comb_result >= {1'b0, r_N}) begin
                        next_state = MONPRO_LAST_SUB;
                    end else begin
                        next_state = MONPRO_DONE;
                    end
                end else begin
                    if (w_A_i_next & w_is_odd_next) begin
                        next_state = MONPRO_CASE1;
                    end else if (w_A_i_next & ~w_is_odd_next) begin
                        next_state = MONPRO_CASE2;
                    end else if (~w_A_i_next & w_is_odd_next) begin
                        next_state = MONPRO_CASE3;
                    end else begin
                        next_state = MONPRO_CASE4;
                    end
                end
            end
            MONPRO_LAST_SUB: begin
                next_state = MONPRO_DONE;
            end
            MONPRO_DONE: begin
                next_state = MONPRO_IDLE;
            end
            default: begin
                next_state = MONPRO_IDLE;
            end
        endcase
    end
    always_ff @(posedge clk) begin
        if (~rstn) begin
            i_cnt <= '0;
            r_A <= '0;
            r_B <= '0;
            r_N <= '0;
            U_reg <= '0;
            o_U <= '0;
            o_valid <= '0;
        end else begin
            case (current_state)
                MONPRO_IDLE: begin
                    if (start) begin
                        r_A <= i_A;
                        r_B <= i_B;
                        r_N <= i_N;
                        U_reg <= '0;
                    end
                    i_cnt <= '0;
                    o_U <= '0;
                    o_valid <= '0;
                    alu_sub_mode <= 0;
                    adder_input_mux_select_1 <= 1;
                    adder_input_mux_select_2 <= 2'b01;
                    adder_bypass_mux_select <= 0;
                    adder_result_shift_bypass <= 1;
                end
                MONPRO_COMPUTE_B_N: begin
                    B_N_sum_reg <= monpro_comb_result;
                    if (w_A_i & w_is_odd) begin
                        alu_sub_mode <= 0;
                        adder_input_mux_select_1 <= 0;
                        adder_input_mux_select_2 <= 2'b10;
                        adder_bypass_mux_select <= 0;
                        adder_result_shift_bypass <= 0;
                    end else if (w_A_i & ~w_is_odd) begin
                        alu_sub_mode <= 0;
                        adder_input_mux_select_1 <= 0;
                        adder_input_mux_select_2 <= 2'b00;
                        adder_bypass_mux_select <= 0;
                        adder_result_shift_bypass <= 0;
                    end else if (~w_A_i & w_is_odd) begin
                        alu_sub_mode <= 0;
                        adder_input_mux_select_1 <= 0;
                        adder_input_mux_select_2 <= 2'b01;
                        adder_bypass_mux_select <= 0;
                        adder_result_shift_bypass <= 0;
                    end else begin
                        alu_sub_mode <= 0;
                        adder_input_mux_select_1 <= 0;
                        adder_input_mux_select_2 <= 2'b01;
                        adder_bypass_mux_select <= 1;
                        adder_result_shift_bypass <= 0;
                    end
                end
                MONPRO_CASE1, MONPRO_CASE2, MONPRO_CASE3, MONPRO_CASE4: begin
                    if (i_cnt == DATAWIDTH - 1) begin
                        if (monpro_comb_result >= {1'b0, r_N}) begin
                            alu_sub_mode <= 1;
                            adder_input_mux_select_1 <= 0;
                            adder_input_mux_select_2 <= 2'b01;
                            adder_bypass_mux_select <= 0;
                            adder_result_shift_bypass <= 1;
                        end
                    end else begin
                        if (w_A_i_next & w_is_odd_next) begin
                            alu_sub_mode <= 0;
                            adder_input_mux_select_1 <= 0;
                            adder_input_mux_select_2 <= 2'b10;
                            adder_bypass_mux_select <= 0;
                            adder_result_shift_bypass <= 0;
                        end else if (w_A_i_next & ~w_is_odd_next) begin
                            alu_sub_mode <= 0;
                            adder_input_mux_select_1 <= 0;
                            adder_input_mux_select_2 <= 2'b00;
                            adder_bypass_mux_select <= 0;
                            adder_result_shift_bypass <= 0;
                        end else if (~w_A_i_next & w_is_odd_next) begin
                            alu_sub_mode <= 0;
                            adder_input_mux_select_1 <= 0;
                            adder_input_mux_select_2 <= 2'b01;
                            adder_bypass_mux_select <= 0;
                            adder_result_shift_bypass <= 0;
                        end else begin
                            alu_sub_mode <= 0;
                            adder_input_mux_select_1 <= 0;
                            adder_input_mux_select_2 <= 2'b01;
                            adder_bypass_mux_select <= 1;
                            adder_result_shift_bypass <= 0;
                        end
                        i_cnt <= i_cnt + 1;
                        r_A <= {1'b0, r_A[DATAWIDTH-1:1]};
                    end
                    U_reg <= monpro_comb_result;
                end
                MONPRO_LAST_SUB: begin
                    U_reg <= monpro_comb_result;
                end
                MONPRO_DONE: begin
                    o_U <= U_reg[DATAWIDTH-1:0];
                    o_valid <= '1;
                end
                default: begin
                    o_U <= '0;
                    o_valid <= '0;
                end
            endcase
        end
    end
endmodule
</file>
<file path="flow/constraint.sdc">
current_design monpro

set clk_period 30.6
set clk_io_pct 0.2

create_clock -name clk0 -period $clk_period [get_ports {clk}]

set non_clock_inputs [all_inputs -no_clocks]
set_input_delay [expr $clk_period * $clk_io_pct] -clock clk0 $non_clock_inputs
set_output_delay [expr $clk_period * $clk_io_pct] -clock clk0 [all_outputs]
</file>
<file path="flow/config.mk">
export PLATFORM = sky130hd
export DESIGN_NAME = monpro
export DESIGN_NICKNAME = monpro
export VERILOG_FILES = /design/flow/design.v
export SDC_FILE = /design/flow/constraint.sdc
export NUM_CORES = 4
export LEC_CHECK = 1
export CORE_UTILIZATION = 30
export SYNTH_HDL_FRONTEND = slang
</file>
<file path="flow/run.sh">
#!/bin/bash
# OpenROAD 26Q1-2900-gdf79404cd8, Yosys 0.63+post, stock flow scripts
make -C /OpenROAD-flow-scripts/flow DESIGN_CONFIG=/design/flow/config.mk WORK_HOME=/design/flow/orfs finish
</file>
==> ci_impl_report.md <==
### Metrics collected by this job

| Metric | Value |
|---|---|
| Dominant cell type by area after synthesis | `dfxtp_1` |
| Hold-fix buffer count after cts | `0` |
| Number of standard cells in the final layout excluding fillers | `4,403` |
| Final Max Tran Viols | `0` |
| Die H | `294 um` |
| Largest fanout of any net on the critical path | `4` |
| Yosys synthesis chip area | `0.0256 mm^2` |
| Registers, synthesis | `408` |
| Number of DRC violations after detailed routing | `0` |
| Top logic family | `AND-OR/OR-AND gates` |
| Slew at the pin with the worst max-slew slack | `0.921 ns` |
| DIE WIDTH | `294 um` |
| Clock-pin slew on the worst setup and hold paths | `0.06 ns` |
| Arrival time at the worst endpoint | `7.57 ns` |
| Share of power burned in the clock network | `32.4%` |
| Clock root buffer master | `clkbuf_16` |
| Total core area | `0.0840 mm^2` |
| Post-Route WL | `82,900 um` |
| Fraction of synthesis flops using an asynchronous set or reset pin | `0%` |
| Post-Synth Simple-Gate Area | `19.4%` |
| Adder Area Share | `6.64%` |
| Via Count | `22,823` |
| Post-detailed-route count of antenna-violating nets | `0` |
| Maxcap violations | `0` |
| Summed instance area of the synthesized netlist | `0.0256 mm^2` |
| Routability congestion estimate from global placement | `0.973` |
| TritonCTS clock tree | `built` |
| Via count of the first global-routing pass | `22,085` |
| Top cells, area | `dfxtp_1, nand2_1, edfxtp_1` |
| Layout cell share with drive strength beyond 1 | `6.92%` |
| Worst vdd rail ir drop | `0.0403 mV` |
| Minimum hold slack | `0.461 ns` |
| Flip-flops with a built-in enable | `69` |
| Unrepaired setup endpoints after global routing | `false` |
| DR pass1 iterations | `5` |
| Power density cells | `60.2 mW/mm^2` |
| Overall power of the completed layout | `1.85 mW` |
| Full die area | `0.0863 mm^2` |
| Proportion of total power due to net switching | `35.5%` |
| Net load switching power | `0.658 mW` |
| Synthesis warning total | `0` |
| Standard-cell rows | `106` |
| Mapped Avg Cell Area | `8.28 um^2` |
| Kind of critical path | `input pin to primary output` |
| Worst setup SP type | `input pin` |
| Worst Setup End Kind | `primary output` |
| IO buf count | `260` |
| Count of final hold-check violations | `0` |
| Shortest period the worst path allows | `13.69 ns` |
| Class of the most critical hold timing path | `flip-flop to flip-flop` |
| DP HPWL | `61,100 um` |
| Share of power burned in combinational logic | `34.3%` |
| Area fraction in compound gates | `25.3%` |
| Setup_tns | `0 ns` |
| Xor/xnor share | `4.46%` |
| Outcome | `complete, no violations` |
| Fraction of post-synthesis cell area in the top cell type by area | `26.6%` |
| Leakage power | `12.3 nW` |
| Most frequently used flop master after synthesis | `dfxtp_1` |
| Number of standard cells reported by yosys | `3,086` |
| Multiplexer share of the synthesized area | `4.98%` |
| Log Warnings | `28` |
| Synth Seq Share | `34.7%` |
| Bufs on Longest Clock Path | `3` |
| Overall global routing resource usage | `19.5%` |
| Max-slew headroom at the worst pin | `38.1%` |
| H-tree depth | `2` |
| Initial drt markers | `1,128` |
| Share of the core filled by cells before placement | `30.4%` |
| Post-detailed-route wirelength per cell | `18.8 um` |
| Latest clock arrival within the worst-skew pair | `0.61 ns` |
| Clock net sink count | `408` |
| Distinct cells, synth | `80` |
| Total global routing overflow | `0` |
| Wire length of the first global-routing pass | `129,000 um` |
| Growth of design area from synthesis to finish | `20.3%` |
| Required time of the worst setup path | `24.48 ns` |
| Upper clock frequency limit | `0.0731 GHz` |
| Number of antenna violations at the first check in global routing | `4` |
| Number of buffers inserted by post-CTS setup repair | `0` |
| Synthesized instance count | `3,086` |
| Total I/O pin count | `261` |
| Internal Dissipation | `1.19 mW` |
| Number of placed instances with taps included | `4,312` |
| Fin crit share | `44.7%` |
| Number of clock buffers inserted by TritonCTS | `48` |
| Detail-routed via count per cell | `5.18` |
| Final setup fails | `0` |
| Largest net degree at the start of global routing | `89` |
| Worst-case clock skew | `0.0380 ns` |
| Resized Gates After CTS | `0` |
| Relative contribution of sequential cells to total power | `33.3%` |
final cells by class:
cell class                 instances  area, um^2
antenna                            2        5.00
clock buffer                      65        1340
clock inverter                    24         315
fill                            8586       53200
inverter                          89         334
multi-input combinational       2381       15600
sequential                       408        8860
tap                             1134        1420
timing repair buffer             300        2900
power groups by stage:
stage / clock network (mW) / registers [mW] / logic, mW
4_1_cts: 0.615 / 0.617 / 0.633
6_report: 0.601 / 0.617 / 0.635
5_1_grt: 0.636 / 0.621 / 0.706
final timing paths:
| kind | start | endpoint | slack (ns) | depth (start not counted) |
|---|---|---|---|---|
| worst min-delay path | o_U[30] | o_U[30] | 0.46 | 2 |
| worst max-delay path | start | ready | 16.91 | 4 |
| worst min register to register | o_U[30] | o_U[30] | 0.46 | 2 |
| worst max register to register | adder_input_mux_select_2[1] | adder_result_shift_bypass | 20.85 | 30 |
per-layer routing:
| layer | part of all wire, % | global-route usage, % |
|---|---|---|
| met2 | 46 | 30.9 |
| met3 | 7.8 | 5.38 |
| met1 | 45 | 27.5 |
| met5 | 0.048 | 0 |
| met4 | 1.6 | 2.76 |
worst max-delay path, cell delays in order:
cell	delay [ns]
clkdlybuf4s50_1	0.48
nand2b_1	0.22
inv_1	0.23
clkdlybuf4s50_1	0.52
through the flow:
stage               utilization (%)  worst slack [ns]  cell area, um^2
floorplan                         -             18.14            25600
global route                   36.6             16.85            30700
detailed placement             34.7             16.93            29100
CTS                            36.6             16.92            30700
finish                         36.6             16.91            30700
global placement               34.7             16.93            29100
cells in the mapped netlist (all sizes together) (10+ instances only):
master and number:
a21o 66, and4 10, and2 29, a22oi 11, a31oi 32, nor3 21
nor2 124, edfxtp 69, o31ai 12, o21bai 14, o211a 67, inv 89
xnor2 55, clkbuf 172, nand3 164, mux2i 36, a22o 96, mux2 67
o211ai 21, a21boi 214, a21oi 185, and3 36, ha 134, nand2 614
o21a 17, nor2b 17, a211oi 12, o21ai 88, buf 36, xor2 73
dfxtp 339, nand4 40
layout by cell type, fill, tap and decap left out, types with 80 or more instances in the layout:
cell type / count
ha_1: 134
o21ai_0: 80
a21boi_0: 212
clkdlybuf4s50_1: 259
a22o_1: 96
nand2_1: 613
a21oi_1: 183
nand3_1: 164
dfxtp_1: 336
nor2_1: 122
inv_1: 87
cells by family after synthesis:
| family | count (synthesis) |
|---|---|
| AND-OR/OR-AND | 902 |
| XOR/XNOR | 128 |
| adder cells (fa/ha/maj) | 135 |
| buffers and inverters | 297 |
| flip-flops | 408 |
| multiplexers | 110 |
| AND/OR/NAND/NOR | 1106 |
No activity file was given, so power comes from the tool's default toggle rates.
